**flow/run.sh**
```bash
#!/bin/bash
# OpenROAD 26Q1-2900-gdf79404cd8, Yosys 0.63+post, stock flow scripts
make -C /OpenROAD-flow-scripts/flow DESIGN_CONFIG=/design/flow/config.mk WORK_HOME=/design/flow/orfs finish
```
**flow/config.mk**
```make
export PLATFORM = sky130hd
export DESIGN_NAME = top
export DESIGN_NICKNAME = top
export VERILOG_FILES = /design/flow/design.v
export SDC_FILE = /design/flow/constraint.sdc
export NUM_CORES = 4
export LEC_CHECK = 1
export CORE_AREA = 10 10 84 84
export DIE_AREA = 0 0 94 94
```
**flow/constraint.sdc**
```tcl
current_design top

set clk_period 4.6
set clk_io_pct 0.2

create_clock -name clk0 -period $clk_period [get_ports {CLK}]

set non_clock_inputs [all_inputs -no_clocks]
set_input_delay [expr $clk_period * $clk_io_pct] -clock clk0 $non_clock_inputs
set_output_delay [expr $clk_period * $clk_io_pct] -clock clk0 [all_outputs]
```
**flow/design.v**
```verilog
module top (
    input CLK,     
    output LED,    
    output USBPU   
);
    assign USBPU = 0;
    reg [25:0] blink_counter;
    wire [31:0] blink_pattern = 32'b010101010000000000000000000;
    always @(posedge CLK) begin
        blink_counter = blink_counter + 1;
    end
    assign LED = blink_pattern[blink_counter[25:21]];
endmodule
```
==> metrics.cfg <==
[setup_path]
required_ns = 3.68
rr_endpoint = blink_counter[24]$_DFF_P_
rr_worst_depth = 5
worst-setup-path-type = register to output port
worstPathCellList = nor2_1 -> xnor2_1 -> and3_1 -> clkdlybuf4s50_1
worstPathArrival_ns = 1.48
r2r_slack_ns = 2.93
critical_path_buf_inv_count = 1
slowest_stage = clkdlybuf4s50_1
crit_family = buffers and inverters
timing.rr.start = blink_counter[0]$_DFF_P_
start_kind = register
critical-path-max-stage-delay_ns = 0.46
critical_path.max_fanout = 5
cp-end-kind = output port

[hold_path]
hp-start = blink_counter[0]$_DFF_P_
hold-path-endpoint = blink_counter[0]$_DFF_P_
min_path_type = register to register
hold_depth = 1

[cts]
clkLatencyLatePin_ns = 0.27
htreeDepth = 1
cts_setup_buffers = 0
cts_resized = 0
cts_buffer_depth = 2
clk_pin_slew_ns = 0.09
cts.sink_count = 26
cts_buffers = 3
cts_tree = yes
cts-root-buf = clkbuf_8
cts-hold-fix-buffers = 0

[synthesis]
synth_flops = 26
ys_seq_frac = 0.5067
edf_count = 0
synth_cell_type_count = 17
yosys_cells = 99
top_cell = dfxtp_1
top_area_frac = 0.5067
yosys_area_um2 = 1027
ys.flop_type = dfxtp_1
ys_top_cells_by_count = dfxtp_1, xnor2_1, nand3_1, xor2_1, nor2_1
async_reset_ff_frac = 0
synth_area_um2 = 1027
synth_area_per_cell_um2 = 10.38
topCellsByArea = dfxtp_1, xnor2_1, xor2_1, nand3_1, and3_1
syn_inst = 99
yosysWarnings = 1
top_area_cell = dfxtp_1

[place]
dp_cells = 169
preCtsSetupSlack_ns = 2.486
post-dp-hpwl_um = 990.8
portBuffers = 1
gp_congestion = 0.7582

[pwr]
p_switching_w = 0.00006960
total_power_w = 0.0004108
p_per_area_nw_per_um2 = 345.6
ir_drop_mv = 0.2350
switching_share = 0.1694
power_frac_clock = 0.453
pwr-share-seq = 0.547
pwr-share-comb = 0
p_int_w = 0.0003412
p_leak_nw = 0.4280

[routing]
wirelength_um = 1380
drc_errors = 0
viasPerCell = 3.642
dr.first_iter.drc_count = 24
ant_nets = 0
first_pass_iters = 3
dr_total_vias = 630
wl_per_cell_um = 7.977
diodes = 0

[sta]
rsz0062_at_grt = no
fin_ws_ns = 2.196
tns_ns = 0
clock-skew-final_ns = 0.005623
max_freq_mhz = 415.9
hold_viol_final = 0
setup_violations = 0
slew_violations = 0
fin_crit_ns = 2.404
period_used_share = 0.5227

[cells_and_area]
nFillCells = 573
layoutNonFillerInstCount = 173
syn_to_final_growth_pct = 15.71
largest_reg_flops = 26
final_layout_size_suffix_gt1_frac = 0.07767

[grt]
track_usage = 0.03523
grt_max_degree = 16
grt_pass1_wl_um = 2656
grt_pass1_vias = 611
antenna_found_initial = 0
grt_overflow_total = 0

[floorplan]
ioPinCount = 3
die_h_um = 94
core_um2 = 5205
die_width_um = 94
die_area_um2 = 8836
floorplan.core_util = 0.1974
rows = 26

[job]
cap_violations = 0
warning_count = 25

[run_status]
status = complete, no violations

cell families after synthesis:
kind of cell,share of synthesized area
and+or+nand+nor,0.2497
DFF,0.5067
xor gates and xnor gates,0.2132
buffers and inverters,0.01462
adders and majority gates,0.01218
other,0.003651
cell usage in the layout, fill, tap and decap left out:
cell type | Yosys | routed
and3_2 | 1 | 1
conb_1 | 1 | 1
xnor2_1 | 16 | 16
xor2_1 | 9 | 9
bufinv_16 | 0 | 1
clkdlybuf4s50_1 | 0 | 1
nor4_2 | 1 | 1
nand2_1 | 5 | 5
ha_1 | 1 | 1
nor4_4 | 1 | 1
nand4_4 | 1 | 1
nand3_1 | 15 | 15
nor3_1 | 3 | 3
inv_1 | 2 | 2
dfxtp_1 | 26 | 26
clkbuf_8 | 0 | 3
nor2_1 | 6 | 6
nand4_1 | 5 | 5
and3_1 | 5 | 5
metrics by stage:
stage	utilization	hold slack (ns)	instance area (um2)
after floorplan	-	0.3945	1027
after global placement	0.2147	0.4157	1117
after detailed placement	0.2147	0.4225	1117
after CTS	0.2284	0.4480	1189
after global routing	0.2284	0.4649	1189
final	0.2284	0.4388	1189
final cells by class:
cell class,instances,area [um2],share of cell area
clock buffers,3,41.29,0.03474
clock inverters,1,30.03,0.02526
multi-input cells,70,491.7,0.4137
flip-flops and latches,26,520.5,0.4379
well taps,70,87.58,0.07368
repair buffers,1,10.01,0.008421
inverters,2,7.507,0.006316
worst max-delay path by stage:
stage | slack, ns | start | to | cells after the start
6_report | 2.20 | blink_counter[22]$_DFF_P_ | LED | 4
5_1_grt | 2.09 | blink_counter[22]$_DFF_P_ | LED | 4
4_1_cts | 2.17 | blink_counter[22]$_DFF_P_ | LED | 4
routing by layer:
metal / GRT usage / share of wire / vias to the layer above
met5: 0 / 0 / -
met4: 0 / 0 / 0
met3: 0.01292 / 0.043 / 0
met2: 0.05415 / 0.41 / 4
met1: 0.04931 / 0.54 / 281
li1: - / - / 345
power by group through the flow:
stage         Sequential [W]  Clock [W]  Combinational (W)
CTS                 0.000225   0.000192       0.0000000757
global route        0.000225   0.000200       0.0000000712
finish              0.000225   0.000186       0.0000000454
No activity file was given, so power comes from the tool's default toggle rates.
